==> flow/design.v <==
module LedScan (
	input clk12MHz, 
	input [7:0] leds1,		
	input [7:0] leds2,
	input [7:0] leds3,
	input [7:0] leds4,
	output reg [7:0] leds, 
	output reg [3:0] lcol
	);
    reg [11:0] timer = 12'b0;
    always @ (posedge clk12MHz) begin
		case (timer[11:9])
			3'b000: begin
    			leds[7:0] <= ~leds1[7:0];
				lcol[3:0] <= 4'b1110;
			end	    
			3'b010: begin
    			leds[7:0] <= ~leds2[7:0];
				lcol[3:0] <= 4'b1101;
			end	    
			3'b100: begin
    			leds[7:0] <= ~leds3[7:0];
				lcol[3:0] <= 4'b1011;
			end	    
			3'b110: begin
    			leds[7:0] <= ~leds4[7:0];
				lcol[3:0] <= 4'b0111;
			end	    
			3'bxx1: begin
				leds[7:0] <= 8'hff;
				lcol[3:0] <= 4'hf;
			end
    	endcase
    end
    always @ (posedge clk12MHz) begin
        timer <= timer + 1;
    end
endmodule
==> flow/run.sh <==
#!/bin/bash
# OpenROAD 26Q1-2900-gdf79404cd8, Yosys 0.63+post, stock flow scripts
make -C /OpenROAD-flow-scripts/flow DESIGN_CONFIG=/design/flow/config.mk WORK_HOME=/design/flow/orfs finish
==> flow/config.mk <==
export PLATFORM = sky130hd
export DESIGN_NAME = LedScan
export DESIGN_NICKNAME = LedScan
export VERILOG_FILES = /design/flow/design.v
export SDC_FILE = /design/flow/constraint.sdc
export NUM_CORES = 4
export LEC_CHECK = 1
export CORE_AREA = 10 10 101 101
export DIE_AREA = 0 0 111 111
==> flow/constraint.sdc <==
current_design LedScan

set clk_period 2.2
set clk_io_pct 0.2

create_clock -name clk0 -period $clk_period [get_ports {clk12MHz}]

set non_clock_inputs [all_inputs -no_clocks]
set_input_delay [expr $clk_period * $clk_io_pct] -clock clk0 $non_clock_inputs
set_output_delay [expr $clk_period * $clk_io_pct] -clock clk0 [all_outputs]
==> flow_summary.yaml <==
# generated from flow reports
synth:
  ys_types: 22
  syn_area_sq_um: 967
  synth_cells: 76
  ys_seq_share_pct: 49.7
  yosysWarnings: 1
  ys_chip_area_sq_um: 967
  syn_area_per_cell_sq_um: 12.7
  ys_top_cells_by_area: "dfxtp_1 50%, mux4_2 12%, mux4_1 8.2%"
  yosysTopAreaCell: "dfxtp_1"
  synth_top_area_share_pct: 49.7
  ys_ff: 24
  ys_cells: 76
cells_and_area:
  final_util_pct: 19.3
  area_growth_pct: 62.5
  drive_gt1_share_pct: 9.92
  fin_area_sq_um: 1570
global_routing:
  grt_use_total_pct: 3.93
  grt_max_degree: 16
  grt_antenna_before_repair: 0
  grt_pass1_wl_um: 4060
  globalRouteOverflowTotal: 0
  grt_pass1_vias: 711
hold_path:
  hp-start: "timer[0]"
  hold_path.class: "reg -> reg"
  holdPathStages: 1
  min_to: "timer[0]"
sta:
  tightest_slew_ns: 0.642
  rsz0062_at_grt: "false"
  fmax_mhz: 666
  period_needed_ns: 1.50
  hold_viol_final: 0
  fin_skew_ns: 0.000982
  drv_slew: 0
  slew_headroom_pct: 57.1
  setup_violations: 0
  setup_tns_ns: 0
  post-route-period-util_pct: 68.2
worst_setup_path:
  crit_chain: "clkdlybuf4s50_1"
  r2r_cells: 2
  worstPathMaxFanout: 1
  critPathCaptureType: "output pin"
  slowest_delay_ns: 0.48
  crit_buf_inv: 1
  arrival_ns: 1.06
  crit_family: "buffers and inverters"
  r2r-end: "leds[0]"
  path_class: "reg -> out"
  crit_path_start_kind: "register"
  r2r-start: "timer[11]"
  rrSetupSlack_ns: 0.70
  slowest_stage: "clkdlybuf4s50_1"
  crit_required_ns: 1.76
clocking:
  h-tree-depth: 1
  clk_latency_ns: 0.26
  cts-root-buf: "clkbuf_8"
  postCtsResizedCells: 0
  clk_pin_slew_ns: 0.08
  cts-buffers-inserted: 3
  cts.path.max_buffers: 2
  cts_setup_buffers: 0
  cts.sinks: 24
  cts_tree: "built"
  cts_hold_buffers: 0
detailed_routing:
  drtAntennaViolNets: 0
  via_per_inst: 3.05
  diodes: 0
  first_pass_iters: 3
  routedWlPerCell_um: 10.9
  wl_um: 2470
  drt_iter0_drc: 12
  vias: 690
  drc_errors: 0
placed_design:
  portBuffers: 44
  place_congestion: 0.780
  dp_hpwl_um: 1940
  dpl-instance-area_sq_um: 1520
run:
  maxCapViolCount: 0
  warnings: 25
floorplan:
  core_area_sq_um: 8130
  chipHeight_um: 111
  die_x_um: 111
  initial_core_util_pct: 11.9
  die-area_sq_um: 12300
  pin_count: 45
  std_cell_rows: 33
pwr:
  pwr_density_cell_nw_per_um2: 522
  leakage_nw: 0.558
  ir_drop_mv: 0.240
run_status:
  outcome: "finished, final reports clean"
Yosys cell counts:
cell and count:
and3_1 1, and4_1 1, buf_4 1, buf_6 1, clkbuf_1 1, dfxtp_1 24, ha_1 1, inv_1 1
mux4_1 3, mux4_2 5, nand2_1 6, nand2b_1 8, nand3_1 3, nand3b_1 1, nand4_1 2, nor2_1 2
nor3_1 2, nor4_2 1, or3_2 1, or3b_2 1, xnor2_1 5, xor2_1 5
where the power goes:
part | switching, mW | total, mW | internal (mW) | leakage, nW
combinational | 0.0125 | 0.0844 | 0.0719 | 0.333
sequential | 0.00170 | 0.443 | 0.442 | 0.196
clock | 0.134 | 0.293 | 0.160 | 0.0288
total | 0.148 | 0.821 | 0.673 | 0.558
layout by cell type, fill, tap and decap left out, types with 2 or more instances in the layout:
| cell | n |
|---|---|
| mux4_2 | 5 |
| xnor2_1 | 5 |
| clkdlybuf4s50_1 | 44 |
| nand4_1 | 2 |
| nor3_1 | 2 |
| xor2_1 | 5 |
| mux4_1 | 3 |
| nand2b_1 | 8 |
| dfxtp_1 | 24 |
| clkbuf_8 | 4 |
| nand2_1 | 6 |
| nand3_1 | 3 |
| nor2_1 | 2 |
layout make-up:
class,instances,area [sq um]
fillers,864,6560
multi-input cells,48,460
clock buffers,4,55.1
repair buffers,44,440
flip-flops and latches,24,480
inverters,1,3.75
well taps,105,131
metal layers:
metal / track usage, % / wire [um] / vias to the layer above
met1: 5.16 / 1160 / 288
met3: 2.13 / 295 / 4
met5: 0 / 0 / -
met4: 0.608 / 31 / 0
met2: 5.66 / 991 / 35
li1: - / - / 363
worst max path at each step:
stage                      from      end  slack, ns  cells past startpoint
after global routing  timer[11]  leds[7]       0.56                      2
final                   lcol[1]  lcol[1]       0.70                      1
after CTS             timer[11]  leds[0]       0.66                      2
metrics by stage:
stage | total power [mW] | setup slack [ns] | hold slack, ns | instances
final | 0.821 | 0.700 | 0.416 | 226
after global routing | 0.867 | 0.557 | 0.451 | 226
after CTS | 0.839 | 0.656 | 0.419 | 226
after detailed placement | 0.539 | 0.685 | 0.399 | 222
after global placement | 0.539 | 0.683 | 0.397 | 222
after floorplan | 0.465 | 1.03 | 0.383 | 76
cell families after synthesis:
kind of cell | Yosys count | share of synthesized area [%]
and+or+nand+nor | 29 | 17.5
DFF | 24 | 49.7
xor gates and xnor gates | 10 | 9.06
muxes | 8 | 19.8
buffers and inverters | 4 | 2.72
adders and majority gates | 1 | 1.29
state kept, by name, summed over array words and instances, names as in the netlist:
register / count
timer: 12
leds: 8
lcol: 4
Power is estimated from default activity; no workload was simulated.
