## config.mk

```make
export PLATFORM = sky130hd
export DESIGN_NAME = scanchain
export DESIGN_NICKNAME = scanchain
export VERILOG_FILES = /design/flow/design.v
export SDC_FILE = /design/flow/constraint.sdc
export NUM_CORES = 4
export LEC_CHECK = 1
export CORE_AREA = 10 10 70 70
export DIE_AREA = 0 0 80 80
```

## constraint.sdc

```tcl
current_design scanchain

set clk_period 1.0
set clk_io_pct 0.2

create_clock -name clk0 -period $clk_period [get_ports {clk_in}]

set non_clock_inputs [all_inputs -no_clocks]
set_input_delay [expr $clk_period * $clk_io_pct] -clock clk0 $non_clock_inputs
set_output_delay [expr $clk_period * $clk_io_pct] -clock clk0 [all_outputs]
```

## design.v

```verilog
`default_nettype none
module scanchain (
    input wire clk_in,
    input wire data_in,
    input wire scan_select_in,
    input wire latch_enable_in,
    output wire clk_out,
    output wire data_out,
    output wire scan_select_out,
    output wire latch_enable_out,
    input wire [NUM_IOS-1:0] module_data_out,
    output reg [NUM_IOS-1:0] module_data_in
    );
    parameter NUM_IOS = 8;
    wire clk = clk_in;
    reg [NUM_IOS-1:0] scan_data_out;    
    wire [NUM_IOS-1:0] scan_data_in;     
    assign clk_out = clk;
    assign data_out = scan_data_out[NUM_IOS-1];
    assign scan_select_out = scan_select_in;
    assign latch_enable_out = latch_enable_in;
    assign scan_data_in = {scan_data_out[NUM_IOS-2:0], data_in};
    always @(posedge clk)
        scan_data_out <= scan_select_in ? module_data_out : scan_data_in;
    always @(posedge clk)
        if (latch_enable_in)
            module_data_in <= scan_data_in;
endmodule
```

## run.sh

```bash
#!/bin/bash
# OpenROAD 26Q1-2900-gdf79404cd8, Yosys 0.63+post, stock flow scripts
make -C /OpenROAD-flow-scripts/flow DESIGN_CONFIG=/design/flow/config.mk WORK_HOME=/design/flow/orfs finish
```

==> qor.yml <==
worst_setup_path:
  cp_top_family: "flip-flops"
  cp_slowest_stage_delay_ps: 380
  cpMaxStageDelayCell: "edfxtp_1"
  crit_chain: "buf_2"
  crit_fanout: 1
  worst-setup-path-type: "reg -> out"
  end_kind: "primary output"
  critical_path.n_buffers_inverters: 1
  required_ps: 800
  critPathLaunchType: "flip-flop"
  worstPathArrival_ps: 880
cells_and_area:
  layout_top_cells: "buf_2, clkdlybuf4s50_1, mux2_4, edfxtp_1, dfxtp_1"
  logic_area_um2: 120
  layout_top_cell: "buf_2"
  n_fill_cell: 377
  final_cell_area_um2: 822
  area_delta_synth_final_pct: 48.3
  layout-drive-gt1-share: 0.491
  regArea_um2: 400
final_timing:
  drv_slew: 0
  period_needed_ps: 1080
  rsz0062_at_grt: "true"
  fmax_ghz: 0.925
  fin_skew_ps: 0.959
  hold_ws_ps: 310
  worst_pin_slew_ps: 154
  setup_tns_ps: -499
  fin_ws_ps: -81.4
  hold_viol_final: 0
  slew_headroom: 0.897
  finalClockPeriodUsage: 1.08
  setup_violations: 8
logic_synthesis:
  topCellsByArea: "edfxtp_1, dfxtp_1, mux2_4, buf_4, buf_6"
  synth_top_area_share: 0.433
  netlist.top_cell.by_area: "edfxtp_1"
  yosysChipArea_um2: 554
  yosys_warnings: 1
  syn_area_um2: 554
  syn_inst: 28
  synth_seq_share: 0.722
  numSynthFlops: 16
  avgSynthCellArea_um2: 19.8
  ys_cells: 28
  synth.distinct_cells: 5
outcome:
  violations: "negative setup slack"
  status: "finished, violations left"
detailed_routing:
  wire_per_inst_um: 11.1
  vias: 292
  diodes: 0
  dr.pass1.iters: 2
  remaining_drc_errors: 0
  drt_iter0_drc: 9
  routed_wirelength_mm: 1.13
  avgViaCountPerCell: 2.89
  antenna_left: 0
floorplanning:
  ioPinCount: 24
  core_area_um2: 3420
  chipArea_um2: 6400
  fp.dieH_um: 80
  initial_core_util: 0.162
  fp.dieW_um: 80
  std_cell_rows: 21
grt:
  antenna_found_initial: 0
  grt_pass1_vias: 339
  gr-total-overflow: 0
  grt_pass1_wl_mm: 1.59
  grt_max_degree: 10
  grt_usage: 0.0344
power:
  power.density_nw_per_um2: 1770
  clkPwrFrac: 0.373
  combPwrFrac: 0.097
  cellLeakagePower_nw: 0.346
  ir_worst_vdd_v: 0.000891
  switching_share: 0.180
  net-switching-power_uw: 263
  p_seq_frac: 0.530
  intPower_mw: 1.19
clocking:
  cts_tree: "yes"
  clock.latency.late_pin_ps: 380
  path_clk_slew_ps: 90
  cts_hold_buf: 0
job:
  max-cap-violations: 0
  warnings: 28
hold_path:
  hold_path_class: "in -> reg"
placement:
  finalWeightedCongestion: 0.673
  dpl_cell_area_um2: 823
  numPortBuffers: 23
-- per-layer routing --
metal	vias up	track usage	wire [um]
li1	153	-	-
met1	120	0.0350	481
met2	19	0.0482	468
met3	0	0.0386	175
met4	0	0.00352	0
met5	-	0	0
-- final cells by class --
class | instances | share of cell area
Clock buffer | 7 | 0.0685
Multi-Input combinational cell | 8 | 0.146
Sequential cell | 16 | 0.487
Tap cell | 46 | 0.0700
Timing Repair Buffer | 24 | 0.228
-- metrics by stage --
stage                util  power [mW]  setup WS (ps)  std cells
floorplan               -       0.889            202         28
global placement    0.241        1.03           -415         95
detailed placement  0.241        1.03           -412         95
CTS                 0.241        1.49          -97.0        101
global route        0.241        1.54           -140        101
finish              0.241        1.46          -81.4        101
-- registers in the layout (all words and copies together) (netlist names) --
name and flops:
module_data_in 8, scan_data_out 8
-- logic make-up (layout without fill, tap and decap cells) --
kind of cell,after synthesis,after routing,share of synthesized area
flip-flops,16,16,0.722
buffers and inverters,4,31,0.0609
multiplexers,8,8,0.217
-- synthesized netlist by cell type --
| cell type | count |
|---|---|
| edfxtp_1 | 8 |
| dfxtp_1 | 8 |
| buf_6 | 1 |
| mux2_4 | 8 |
| buf_4 | 3 |
-- final timing paths --
kind | from | cells past startpoint | slack [ps] | to
max | module_data_in[6]$_DFFE_PP_ | 1 | -80 | module_data_in[6]
min | latch_enable_in | 2 | 310 | module_data_in[0]$_DFFE_PP_
max reg2reg | scan_data_out[2]$_DFF_P_ | 1 | 300 | scan_data_out[3]$_DFF_P_
min reg2reg | scan_data_out[1]$_DFF_P_ | 0 | 440 | module_data_in[2]$_DFFE_PP_
-- power groups by stage --
stage	Sequential, mW	Clock (mW)	Combinational [mW]
after CTS	0.772	0.569	0.148
final	0.771	0.543	0.142
after global routing	0.779	0.609	0.155
-- what timing repair did --
item                       4_1_cts  5_1_grt
resized                         37        0
setup endpoints to repair       12        9
setup buffers                    0        0
Power and IR drop assume default switching activity.
